==> flow/design.v <==
module adder(clk,rst,ce,din1,din2,din3,din4,din5,din6,din7,din8,dout,data_valid);
parameter INPUT_BIT_WIDTH_ADDER = 32;
parameter OUTPUT_BIT_WIDTH_ADDER = 16;
input clk,rst,ce;
input signed [INPUT_BIT_WIDTH_ADDER-1:0] din1,din2,din3,din4,din5,din6,din7,din8;
output signed [OUTPUT_BIT_WIDTH_ADDER-1:0] dout;
output data_valid;
reg ce_d;
reg data_valid;
reg signed [39:0] adder_reg;
reg signed [39:0] adder_reg1;
reg signed [39:0] adder_reg2;
reg signed [39:0] adder_reg3;
reg signed [39:0] adder_reg4;
reg signed [39:0] adder_reg5;
reg signed [39:0] adder_reg6;
reg signed [INPUT_BIT_WIDTH_ADDER-1:0] din1_d;
reg signed [INPUT_BIT_WIDTH_ADDER-1:0] din2_d;
reg signed [INPUT_BIT_WIDTH_ADDER-1:0] din3_d;
reg signed [INPUT_BIT_WIDTH_ADDER-1:0] din4_d;
reg signed [INPUT_BIT_WIDTH_ADDER-1:0] din5_d;
reg signed [INPUT_BIT_WIDTH_ADDER-1:0] din6_d;
reg signed [INPUT_BIT_WIDTH_ADDER-1:0] din7_d;
reg signed [INPUT_BIT_WIDTH_ADDER-1:0] din8_d;
always @ (posedge clk or posedge rst)
begin
	if(rst)
	 begin
		din1_d <= 1'b0;  
		din2_d <= 1'b0;
		din3_d <= 1'b0;
		din4_d <= 1'b0;
		din5_d <= 1'b0;
		din6_d <= 1'b0;
		din7_d <= 1'b0;
		din8_d <= 1'b0; 
	 end	
	else
		begin
		 ce_d <= ce;
			 if (ce)
			 begin
          din1_d <= din1 ;
          din2_d <= din2 ;
          din3_d <= din3 ;
          din4_d <= din4 ;
          din5_d <= din5 ;
          din6_d <= din6 ;
          din7_d <= din7 ;
          din8_d <= din8 ;
			 end	
		end
end
always @ (posedge clk or posedge rst)
begin
	if(rst)
	 begin
		data_valid <= 1'b0;
		adder_reg <= 0;
	 end	
	else
		begin
		 ce_d <= ce;
			 if (ce)
			 begin
				adder_reg1 <= (din1_d + din2_d);  
				adder_reg2 <= (din3_d + din4_d +adder_reg1);
				adder_reg3 <= (din5_d + din6_d);  
				adder_reg4 <= (din7_d + din8_d + adder_reg3);
				adder_reg  <= (adder_reg2 + adder_reg4);
				data_valid <= 1;
			 end	
			else
			   data_valid <= 0;		
		end
end
assign dout = adder_reg[32 : 17];
endmodule		
==> flow/run.sh <==
#!/bin/bash
# OpenROAD 26Q1-2900-gdf79404cd8, Yosys 0.63+post, stock flow scripts
make -C /OpenROAD-flow-scripts/flow DESIGN_CONFIG=/design/flow/config.mk WORK_HOME=/design/flow/orfs finish
==> flow/config.mk <==
export PLATFORM = sky130hd
export DESIGN_NAME = adder
export DESIGN_NICKNAME = adder
export VERILOG_FILES = /design/flow/design.v
export SDC_FILE = /design/flow/constraint.sdc
export NUM_CORES = 4
export LEC_CHECK = 1
export CORE_UTILIZATION = 50
==> flow/constraint.sdc <==
current_design adder

set clk_period 9.2
set clk_io_pct 0.2

create_clock -name clk0 -period $clk_period [get_ports {clk}]

set non_clock_inputs [all_inputs -no_clocks]
set_input_delay [expr $clk_period * $clk_io_pct] -clock clk0 $non_clock_inputs
set_output_delay [expr $clk_period * $clk_io_pct] -clock clk0 [all_outputs]
==> impl_metrics.env <==
# source this file to load flow results
export IMPL_drtAntennaViolNets=0
export IMPL_relSlewSlack_pct=41.47
export IMPL_final_max_slew_viol_count=0
export IMPL_maxCapViolCount=0
export IMPL_ys_area_mm2=0.02299
export IMPL_place_gp_congestion=0.9116
export IMPL_die_area_mm2=0.04684
export IMPL_syn_cell_area_mm2=0.02299
export IMPL_n_antenna_cell=0
export IMPL_fin_skew_ns=0.02965
export IMPL_rows=78
export IMPL_htree_levels=2
export IMPL_area_growth_pct=21.55
export IMPL_root_buffer="clkbuf_16"
export IMPL_synth_top_area_share_pct=29.71
export IMPL_path_class="primary input to flip-flop"
export IMPL_topCellsByArea="dfrtp_1 30%, edfxtp_1 17%, mux2_2 13%, ha_1 8.5%, fa_1 5.9%"
export IMPL_numCtsBuffers=46
export IMPL_antenna_found_initial=0
export IMPL_p_leak_nw=11.54
export IMPL_grt_max_degree=133
export IMPL_wl_um=51110
export IMPL_rsz0062_at_grt="false"
export IMPL_syn_inst=1867
export IMPL_firstDrtPassIters=5
export IMPL_fmax_mhz=253.1
export IMPL_grt_pass1_wl_um=82620
export IMPL_finalCritPeriodShare_pct=42.95
export IMPL_yosys_cells=1867
export IMPL_hold_class="flip-flop to flip-flop"
export IMPL_overflow=0
export IMPL_fin_tns_setup_ns=0
export IMPL_outcome="complete, no violations"
export IMPL_ff_type="dfrtp_1"
export IMPL_fin_util_pct=61.58
export IMPL_dp_hpwl_um=38550
export IMPL_cts_buffer_depth=3
export IMPL_die_x_um=216.4
export IMPL_start_kind="primary input"
export IMPL_place_inst=2706
export IMPL_die_y_um=216.4
export IMPL_grt_use_total_pct=23.74
export IMPL_finalHoldViolations=0
export IMPL_place_port_buffers=275
export IMPL_drt_iter0_markers=851
export IMPL_critical_path_cell_chain="buf_8 > clkinv_1 > nor2_4 > buf_12"
export IMPL_post_cts_buffers=0
export IMPL_ctsHoldBuffers=0
export IMPL_endpoint_kind="flip-flop"
export IMPL_cpMaxStageDelayCell="clkinv_1"
export IMPL_drt_wirelength_per_cell_um=18.31
export IMPL_design_core_area_mm2=0.04538
export IMPL_ys_warn_count=1
export IMPL_ir_drop_v=0.0002058
export IMPL_ios=276
export IMPL_largest_area_cell="dfrtp_1"
export IMPL_clock_latency_late_pin_ns=0.59
export IMPL_p_per_area_mw_per_mm2=247.9
export IMPL_worst_slew_pin_slew_ns=0.8780
export IMPL_cts_num_sinks=405
export IMPL_synthArstFlopShare_pct=67.41
export IMPL_cts_resized=0
export IMPL_drc=0
export IMPL_grt_pass1_vias=15620
export IMPL_avgSynthCellArea_um2=12.31
export IMPL_synth_seq_share_pct=46.96
export IMPL_post_drt_via_cell_ratio=5.511
export IMPL_worstPathArrival_ns=4.14
export IMPL_fp_util_pct=50.66
export IMPL_ys_flops=405
export IMPL_worstPathRequired_ns=9.39
export IMPL_cp_slowest_stage_delay_ns=0.70
export IMPL_finalNonFillerCells=2792
export IMPL_setup_viol=0
export IMPL_num_vias=15390
export IMPL_drive_gt1_share_pct=16.88
export IMPL_cts_tree="done"
export IMPL_path_clk_slew_ns=0.06
export IMPL_dp_worst_setup_slack_ns=4.754
export IMPL_edf_count=132
export IMPL_warning_count=32
export IMPL_setup_slack_ns=5.249
export IMPL_period_minus_slack_ns=3.951
export IMPL_crit_path_max_fanout=132
export IMPL_ys_types=79
-- cells in the final DEF (no fill, tap or decap), types with 8 or more instances in the layout --
| cell type | synthesis | final |
|---|---|---|
| o21a_1 | 23 | 23 |
| mux2_2 | 257 | 257 |
| nand2_1 | 96 | 96 |
| dfrtp_1 | 273 | 273 |
| o2111ai_1 | 8 | 8 |
| clkinv_2 | 0 | 9 |
| nor2_1 | 64 | 63 |
| o21ai_1 | 9 | 9 |
| o21ai_0 | 62 | 62 |
| xor2_1 | 41 | 41 |
| a21o_1 | 62 | 62 |
| edfxtp_1 | 132 | 132 |
| clkdlybuf4s50_1 | 0 | 274 |
| and3_1 | 22 | 22 |
| or3_1 | 10 | 10 |
| a31oi_1 | 16 | 16 |
| nand4_1 | 18 | 18 |
| ha_1 | 157 | 157 |
| nor3_1 | 31 | 31 |
| nor2b_1 | 17 | 17 |
| and2_1 | 9 | 9 |
| a21oi_1 | 134 | 134 |
| inv_1 | 54 | 53 |
| o31ai_1 | 8 | 8 |
| a211oi_1 | 11 | 11 |
| nand3_1 | 25 | 25 |
| clkbuf_1 | 41 | 13 |
| nand2b_1 | 11 | 11 |
| clkbuf_16 | 0 | 49 |
| o211ai_1 | 12 | 12 |
| o21bai_1 | 12 | 12 |
| fa_1 | 68 | 68 |
| xnor2_1 | 75 | 75 |
-- power breakdown --
group	total [mW]	internal, mW	switching (mW)
Combinational	2.64	1.24	1.40
Sequential	2.48	2.28	0.201
Clock	1.81	1.08	0.733
Total	6.93	4.59	2.34
-- per-stage QoR --
| stage | hold slack (ns) | power, mW | cell area, um^2 |
|---|---|---|---|
| after detailed placement | 0.4767 | 5.135 | 26430 |
| after global routing | 0.5183 | 7.423 | 27940 |
| after CTS | 0.4913 | 7.001 | 27940 |
| final | 0.4890 | 6.926 | 27940 |
| after floorplan | 0.4281 | 4.346 | 22990 |
| after global placement | 0.4853 | 5.125 | 26430 |
-- cell type report --
cell class	count	area (um^2)
Fill cell	3496	17440
Clock buffer	67	1344
Clock inverter	19	171.4
Timing Repair Buffer	283	2843
Multi-Input combinational cell	1363	11830
Tap cell	600	750.7
Sequential cell	405	10800
Inverter	55	210.2
-- logic make-up (layout without fill, tap and decap cells) --
| family | count (synthesis) | in the layout | share of synthesized area, % |
|---|---|---|---|
| simple gates | 329 | 329 | 7.042 |
| compound gates | 433 | 433 | 12.78 |
| xor+xnor | 116 | 116 | 4.419 |
| mux | 260 | 260 | 12.72 |
| fa+ha+maj | 225 | 225 | 14.47 |
| flops | 405 | 405 | 46.96 |
| buf+inv | 99 | 424 | 1.622 |
-- worst max-delay path: cells and delay by family --
family                 cells  cell delay [ns]
buffers and inverters      3             1.70
and+or+nand+nor            1             0.29
-- routing by layer --
metal	wire length [um]	part of all wire, %	track usage (%)
met5	0	0	0
met2	22600	44	34.29
met1	24260	47	39.42
met4	669	1.3	2.746
met3	3574	7.0	6.552
-- synth_stat cells (all sizes together) (5+ instances only) --
cell type,count
a31oi,17
fa,68
a31o,6
and3,22
nor3,31
o21bai,12
nor2,64
nand4,18
xor2,41
o31ai,10
o2111ai,9
dfrtp,273
a21o,62
nor2b,17
o211ai,13
a21oi,134
mux2,257
o221ai,6
edfxtp,132
or2,7
o311ai,6
o21ai,74
a211oi,13
clkbuf,42
inv,54
ha,157
nand2b,11
nand2,96
o21a,23
a21boi,5
and2,9
or3,10
nand3,25
xnor2,75
-- final timing paths --
path	startpoint	to	slack, ns	depth (start not counted)
min in group asynchronous	rst	data_valid	1.77	2
setup reg to reg	adder_reg1[1]	adder_reg2[31]	5.56	11
hold / removal	adder_reg[28]	adder_reg[28]	0.49	2
hold reg to reg	adder_reg[28]	adder_reg[28]	0.49	2
max in group asynchronous	rst	din4_d[25]	5.97	4
setup / recovery	ce	adder_reg3[18]	5.25	4
Power figures rest on the tool's default switching activity, not on a simulated workload.
